### config.mk
export PLATFORM = sky130hd
export DESIGN_NAME = HC595_ctrl
export DESIGN_NICKNAME = HC595_ctrl
export VERILOG_FILES = /design/flow/design.v
export SDC_FILE = /design/flow/constraint.sdc
export NUM_CORES = 4
export LEC_CHECK = 1
export CORE_AREA = 10 10 114 114
export DIE_AREA = 0 0 124 124
### constraint.sdc
current_design HC595_ctrl

set clk_period 2.5
set clk_io_pct 0.2

create_clock -name clk0 -period $clk_period [get_ports {clk}]

set non_clock_inputs [all_inputs -no_clocks]
set_input_delay [expr $clk_period * $clk_io_pct] -clock clk0 $non_clock_inputs
set_output_delay [expr $clk_period * $clk_io_pct] -clock clk0 [all_outputs]
### design.v
module HC595_ctrl (
    input               rst                 ,
    input               clk                 ,
    input [5:0]         sel                 ,
    input [7:0]         seg                 ,
    output    reg       stcp                ,
    output    reg       shcp                ,
    output    reg       DS                  ,
    output    reg       OE
);
 reg [1:0] freq_12_5M_cnt;
 always @(posedge clk or negedge rst) begin
    if (!rst) begin
        freq_12_5M_cnt <= 2'd0;
    end
    else if (freq_12_5M_cnt == 2'd3) begin
        freq_12_5M_cnt <= 2'd0;
    end
    else
         freq_12_5M_cnt <= freq_12_5M_cnt + 1'b1;
 end
 always @(posedge clk or negedge rst) begin
    if (!rst) begin
         shcp <= 1'b0;
    end
    else if (freq_12_5M_cnt == 2'd2) begin
        shcp <= ~shcp;
    end
    else if (freq_12_5M_cnt == 2'd0) begin
        shcp <= ~shcp;
    end
    else
        shcp <= shcp;
 end
 reg [3:0]cnt_bit;
 always @(posedge clk or negedge rst) begin
    if (!rst) begin
        cnt_bit <= 4'd0;
    end
    else if((cnt_bit == 4'd13)&&(freq_12_5M_cnt == 2'd3))begin
        cnt_bit <= 4'd0;
    end
    else if (freq_12_5M_cnt == 2'd3) begin
        cnt_bit <= cnt_bit + 1'b1;
    end
    else
        cnt_bit <= cnt_bit;
 end 
 always @(posedge shcp or negedge rst) begin
    if (!rst) begin
         stcp <= 1'b0;
    end
    else if (cnt_bit == 4'd13) begin
        stcp <= 1'b1;
    end
    else
        stcp <= 1'b0;
 end
 reg [13:0] data;
 always @(posedge clk or negedge rst) begin
    if (!rst) begin
         data <= 14'd0;
    end
    else begin case (seg[7:0])
                 8'b1100_0000,8'b1111_1001
                ,8'b1010_0100,8'b1011_0000
                ,8'b1001_1001,8'b1001_0010
                ,8'b1000_0010,8'b1111_1000
                ,8'b1000_0000,8'b1001_0000
                ,8'b1000_1000,8'b1000_0011
                ,8'b1100_0110,8'b1010_0001
                ,8'b1000_0110,8'b1000_1110:
                    data <= {seg[7:0],sel[5:0]};
                    default:;
    endcase  
    end
 end
 always @(posedge clk or negedge rst) begin
    if (!rst) begin
        DS <= 1'b0;
    end
    else if (freq_12_5M_cnt == 2'd0) begin
        DS <= data[cnt_bit];
    end
    else
        DS <= DS;
 end
 always @(posedge clk or negedge rst) begin
    if (!rst) begin
        OE <= 1'b1;
    end
    else    
        OE <= 1'b0;
 end
endmodule
### run.sh
#!/bin/bash
# OpenROAD 26Q1-2900-gdf79404cd8, Yosys 0.63+post, stock flow scripts
make -C /OpenROAD-flow-scripts/flow DESIGN_CONFIG=/design/flow/config.mk WORK_HOME=/design/flow/orfs finish
==> out/metrics.cfg <==
[floorplanning]
std_cell_rows = 37
dieArea_mm2 = 0.01538
pin_count = 20
fp.dieH_um = 124
die_w_um = 124
floorplan.core_util_pct = 11.65
coreArea_mm2 = 0.01042

[drt]
viasPerCell = 3.158
num_vias = 818
firstDrtPassIters = 4
drt_iter0_markers = 48
antenna_cells = 0
drc = 0
wl_mm = 2.501
postRouteAntennaNets = 0
routedWlPerCell_um = 9.656

[final_layout]
fin_cells = 259
syn_to_final_growth_pct = 35.26
drive_above_1_share_pct = 16.26
finish.utilization_pct = 15.76

[global_routing]
antenna_found_initial = 0
grt.overflow.total = 0
grt_pass1_vias = 873
grt_use_total_pct = 3.545
grt_pass1_wl_mm = 4.422
grt_max_degree = 25

[logic_synthesis]
yosys_area_mm2 = 0.001214
netlist.area_leader.share_pct = 47.42
yosysWarningCount = 1
synth_area_mm2 = 0.001214
edf_count = 0
yosysSeqAreaShare_pct = 49.59
top_cells_by_area = dfrtp_1, mux2_4, mux4_2
synthDistinctLibCells = 34
synth-seq-cells = 24
avgSynthCellArea_um2 = 12.26
synth_area_leader_cell = dfrtp_1
top_cells_by_count = dfrtp_1, inv_1, nor2_1
yosys_cells = 99
synth-main-ff-cell = dfrtp_1
async_reset_ff_share_pct = 100.0
postSynthCellCount = 99
most_common_cell = dfrtp_1

[sta]
finalCritPeriodShare_pct = 85.97
skew_ns = 0.0009046
tns_ns = 0
slew_viol_final = 0
grt_setup_unrepaired = no
hold_viol_final = 0
unclocked_regs = 1
setup_viol = 0
fin_crit_ns = 2.149
fin_ws_ns = 0.3507
max_freq_mhz = 465.3
unconstrained_endpoints = 2

[critical_path]
crit_type = in -> reg
critPathRequiredTime_ns = 2.65
cp-end-kind = flop
critPathMaxFanout = 14
cp-start-kind = input port
max_stage_delay_ns = 0.48
path_cells = clkdlybuf4s50_1 -> nor2b_1 -> o31ai_1 -> a32oi_1 -> nor3_4 -> buf_12 -> mux2_1
cp_slowest_cell = clkdlybuf4s50_1
cp.arrival_ns = 2.30

[clocking]
hold_buffers = 0
cts_tree = built
clock_path_buffers = 2
cts_htree_levels = 1
worstSkewPairLatency_ns = 0.26
clkSlewWorstSetupHoldPaths_ns = 0.08
cts-root-buf = clkbuf_8
post_cts_resized = 0
numCtsBuffers = 3
cts_setup_buffers = 0

[power_and_ir_drop]
p_leak_uw = 0.0006436
peakVddDrop_uv = 207.7
powerDensity_mw_per_mm2 = 556.8
swShare_pct = 24.65
p_comb_share_pct = 20.7
p_sw_uw = 225.3
power_frac_seq_pct = 53.3
clockPowerShare_pct = 26.0
p_int_uw = 688.7

[placement]
pre_cts_slack_ns = 0.06535
hpwlAfterDp_mm = 1.971
port_buffers = 19
gp_congestion = 0.7672
dp.cells = 255

[flow_run]
warnings = 28
maxCapViolations = 0

[worst_hold_path]
hold_path_class = reg -> reg

[run_status]
status = completed

[metal layers]
metal  track usage, %  up-vias  wire length [um]
li1                 -      398                 -
met1            5.031      391              1233
met4           0.1439        0                 5
met5                0        -                 0
met2            5.331       27              1074
met3            1.331        2               189
[logic make-up (layout without fill, tap and decap cells)]
group | Yosys count | after routing | synth area share (%)
AOI/OAI and AO/OA | 19 | 19 | 10.41
DFF | 24 | 24 | 49.59
adders and majority gates | 5 | 5 | 5.155
muxes | 16 | 16 | 19.28
other | 1 | 1 | 0.3090
and+or+nand+nor | 21 | 21 | 9.796
buffers and inverters | 12 | 36 | 4.741
xor gates and xnor gates | 1 | 1 | 0.7218
[per-stage QoR]
stage	hold slack [ns]	total power (uW)	instance area, um^2
2_1_floorplan	0.2044	603.1	1214
3_3_place_gp	0.4428	680.3	1593
3_5_place_dp	0.4488	686.5	1593
4_1_cts	0.4622	926.8	1642
5_1_grt	0.4734	977.1	1642
6_report	0.4663	914.1	1642
[cell usage in the layout, fill, tap and decap left out, types with 2 or more instances in the layout]
cell type         n
mux2_4            6
mux2i_1           2
o2bb2ai_1         3
o31ai_1           2
dfrtp_1          23
o21ai_0           6
inv_1             9
mux2_1            4
mux4_2            3
clkbuf_8          3
nor2b_1           3
a21oi_1           3
buf_4             3
ha_1              5
nand2_1           3
clkdlybuf4s50_1  19
nor2_1            7
[worst max-delay path: cells and delay by family]
family,cells,cell delay (ns)
mux,1,0.32
buf+inv,2,0.65
compound gates,2,0.41
simple gates,2,0.42
[final timing paths]
kind                                    from                end  slack (ns)  cells after the start
max                                   seg[4]           data[11]        0.35                      7
min                        freq_12_5M_cnt[0]  freq_12_5M_cnt[0]        0.47                      1
max reg2reg                       cnt_bit[0]                 DS        0.96                      3
min reg2reg                freq_12_5M_cnt[0]  freq_12_5M_cnt[0]        0.47                      1
max in group asynchronous                rst                 OE        1.63                      2
min in group asynchronous                rst               shcp        0.59                      2
[power groups by stage]
stage         logic [uW]  clock network (uW)  registers (uW)
global route         214                 267             497
CTS                  194                 245             488
finish               190                 238             487
[cell type report]
class	instances	area, um^2
sequential	24	601.8
clock buffer	3	41.29
clock inverter	1	7.507
multi-input combinational	63	554.3
fill	1138	8775
tap	136	170.2
timing repair buffer	23	232.7
inverter	9	33.78
[sequential cells by signal, summed over array words and instances (netlist names)]
register	count
data	14
cnt_bit	4
freq_12_5M_cnt	2
DS	1
OE	1
shcp	1
stcp	1
Power is estimated from default activity; no workload was simulated.
